==> flow/run.sh <==
#!/bin/bash
# OpenROAD 26Q1-2900-gdf79404cd8, Yosys 0.63+post, stock flow scripts
make -C /OpenROAD-flow-scripts/flow DESIGN_CONFIG=/design/flow/config.mk WORK_HOME=/design/flow/orfs finish
==> flow/config.mk <==
export PLATFORM = sky130hd
export DESIGN_NAME = game
export DESIGN_NICKNAME = game
export VERILOG_FILES = /design/flow/design.v
export SDC_FILE = /design/flow/constraint.sdc
export NUM_CORES = 4
export LEC_CHECK = 1
export CORE_AREA = 10 10 70 70
export DIE_AREA = 0 0 80 80
==> flow/constraint.sdc <==
current_design game

set clk_period 1.0
set clk_io_pct 0.2

create_clock -name clk0 -period $clk_period [get_ports {clk}]

set non_clock_inputs [all_inputs -no_clocks]
set_input_delay [expr $clk_period * $clk_io_pct] -clock clk0 $non_clock_inputs
set_output_delay [expr $clk_period * $clk_io_pct] -clock clk0 [all_outputs]
==> flow/design.v <==
module d_ff (input logic d, clk,
output logic q);
always @ (posedge clk) begin
	q <= d;
end
endmodule
module game(
    input logic clk, n, s, e, w, reset,
    output logic s6, win, s5, d, s4, s3, sw, s2, s1, s0, v
    );
    sword sword_fsm(
        .clk(clk),
        .sw(sw),
        .reset(reset),
        .v(v)
        );
    room room_fsm(
        .clk(clk),
        .s0(s0),
        .s1(s1),
        .s2(s2),
        .s3(s3),
        .s4(s4),
        .s5(s5),
        .s6(s6),
        .n(n),
        .s(s),
        .e(e),
        .w(w),
        .reset(reset),
        .win(win),
        .d(d),
        .v(v),
        .sw(sw)
        );
endmodule
module room (input logic clk, n, s, e, w, v, reset,
output logic s6, s5, s4, s3, s2, s1, s0, win, d, sw);
	logic st0, st1, st2, st3, st4, st5, st6;
	always_comb begin
	st0 = s0; st1 = s1; st2 = s2; st3 = s3; st4 = s4; st5 = s5; st6 = s6;
	st0 = reset | (~reset & w & s1) | (~reset & ~e & s0);
	st1 = (~reset & e & s0) | (~reset & n & s2) | (~reset & s1 & ~s);
	st2 = (~reset & s & s1) | (~reset & e & s3) | (~reset & s2 & (~w | ~(s & e)) & ~n);
	st3 = (~reset & w & s2) | (~reset & ~e & s3);
	st4 = (~reset & e & s & s2);
	st5 = (~reset & v & s4) | (~reset & s5);
	st6 = (~reset & ~v & s4) | (~reset & s6);
	sw = s3;
	d = s6;
	win = s5;
	end
    d_ff dff0 (.clk(clk), .d(st0), .q(s0));
    d_ff dff1 (.clk(clk), .d(st1), .q(s1));
    d_ff dff2 (.clk(clk), .d(st2), .q(s2));
    d_ff dff3 (.clk(clk), .d(st3), .q(s3));
    d_ff dff4 (.clk(clk), .d(st4), .q(s4));
    d_ff dff5 (.clk(clk), .d(st5), .q(s5));
    d_ff dff6 (.clk(clk), .d(st6), .q(s6));
endmodule
module sword (input logic sw, reset, clk,
output logic v);
	logic v1;
	always_comb begin
	v1 = (~reset & sw);
	end
	d_ff dff6 (.clk(clk), .d(v1), .q(v));
endmodule
==> CHANGELOG.md <==
### Physical design

- Placer Congestion: 0.882
- FF-to-FF path depth: 4
- Post-synth top cells: dfxtp_1 (8), a21oi_1 (4), nand2b_1 (4)
- HPWL after detailed placement: 710 um
- Ys cells: 31
- Crit. End Element: output port
- Relative slew slack: 83.6%
- # IOs: 17
- Met1 Resource Use GR: 4.65%
- FP Core Util: 8.75%
- Top cells by area: dfxtp_1 (54%), nand2b_1 (8.4%), buf_4 (7.5%)
- GR Util All Layers: 3.49%
- EDFF count, synth: 0
- WL/cell: 9.58 um
- Post-Route WL: 1020 um
- Sw Share: 21.7%
- Status: complete, no violations
- Top cell type by instance count after synthesis: dfxtp_1
- Die area: 6400 um^2
- RSZ-0062 raised after global routing: yes
- Worst-path clk slew: 0.05 ns
- Clk root buf: clkbuf_4
- Most common reg cell: dfxtp_1
- Setup Skew: 0.000349 ns
- Yosys cell types: 12
- Global-route wire length before repair: 1760 um
- P_sw: 147 uW
- Row cnt: 21
- Slew Viols, Final: 0
- Static Leak: 0.000295 uW
- Ys Warns: 3
- Area growth syn-to-layout: 108%
- Core Area: 3420 um^2
- Warning total across the stage logs: 26
- Power Internal: 530 uW
- WP data required: 0.80 ns
- Final setup fails: 0
- Crit-path max FO: 2
- Hold crit path type: input pin to flip-flop
- Maxcap violations: 0
- Drt via density: 3.19
- Clk network pwr share: 36.3%
- ANT nets after route: 0
- Synth Instances: 31
- Vias in the first global route: 377
- M2 GR Usage: 4.01%
- Total Power: 677 uW
- Startpoint Class: flip-flop
- H-tree levels: 1
- Crit path time final: 0.988 ns
- Sink Count: 8
- Mean Syn Cell Area: 9.65 um^2
- 1st-iter DRT viols: 18
- Clk latency late pin: 0.25 ns
- Clock Tree Buf Depth: 2
- Die X: 80 um
- Registers, synthesis: 8
- Post-synth ARST share: 0%
- Synthesis area per yosys: 299 um^2
- Cycle use final: 98.8%
- Hold path cells: 3
- Initial antenna violation count: 0
- Top-area cell share: 53.6%
- DRC violations left: 0
- Global route hottest layer: met1
- DR vias: 338
- Seq/Total Area, Yosys: 53.6%
- Final Hold Fails: 0
- CTS tree: built
- DR pass1 iterations: 4
- Inserted Clock Buffers: 3
- Fmax: 1.01 GHz
- Final TNS setup: 0 ns
- Ant. Diodes: 0
- Port Buf Inserts: 16
- P per Cell Area: 1090 nW/um^2
- Layout cells sized above 1: 55.0%
- Logic pwr share: 13.6%
- Met3 usage: 3.30%
- Post-synthesis cell area: 299 um^2
- Largest net degree at the start of global routing: 7
- Reg power frac: 50.1%
- Cell type with the largest total area: dfxtp_1
- CP arrival: 0.79 ns
- Measured slew at the worst slew-check pin: 0.246 ns
- CP Class: flip-flop to output port
- Die height: 80 um
- Maximum VDD drop: 0.488 mV
- Remaining Overflow, GRT: 0
[final timing paths]
path	endpoint	slack, ns	startpoint
hold reg to reg	room_fsm.dff5.q	0.52	sword_fsm.dff6.q
setup reg to reg	room_fsm.dff2.q	0.04	room_fsm.dff3.q
setup / recovery	sw	0.01	room_fsm.dff3.q
hold / removal	room_fsm.dff4.q	0.26	s
[placed cells by master (no fill, tap or decap)]
cell / synthesis / final
nor2_1: 2 / 2
clkbuf_4: 0 / 3
nand2b_1: 4 / 4
clkdlybuf4s15_1: 0 / 3
inv_1: 2 / 2
dlymetal6s2s_1: 0 / 3
o32ai_1: 1 / 1
and2b_2: 1 / 1
a22oi_1: 2 / 2
a21oi_1: 4 / 4
buf_6: 0 / 6
a221o_1: 1 / 1
dfxtp_2: 0 / 8
clkdlybuf4s50_1: 0 / 2
nand2_1: 2 / 2
clkbuf_2: 0 / 5
buf_4: 3 / 10
and3_1: 1 / 1
[worst max-delay path, stage by stage, from the launching register on]
cell,delay [ns]
dfxtp_2,0.33
buf_6,0.11
buf_6,0.10
[power groups by stage]
stage         Clock (uW)  Sequential (uW)  Combinational, uW
CTS                  249              340               93.1
global route         283              340                104
finish               246              339               92.1
[through the flow]
step | hold WS [ns] | std cells | area [um^2] | setup WS [ns] | util [%]
2_1_floorplan | 0.269 | 31 | 299 | 0.292 | -
6_report | 0.261 | 106 | 622 | 0.0115 | 18.2
5_1_grt | 0.278 | 106 | 622 | -0.0224 | 18.2
3_3_place_gp | 0.445 | 96 | 539 | -0.235 | 15.8
3_5_place_dp | 0.475 | 96 | 539 | -0.240 | 15.8
4_1_cts | 0.505 | 105 | 613 | 0.00406 | 17.9
[routing by layer]
metal	vias up	wire [um]
met4	0	6
met2	30	277
met3	2	219
met5	-	0
met1	142	512
li1	164	-
[sequential cells by signal (all words and copies together) (netlist names)]
name,flops
room_fsm.dff6.q,1
room_fsm.dff5.q,1
room_fsm.dff2.q,1
room_fsm.dff1.q,1
sword_fsm.dff6.q,1
room_fsm.dff4.q,1
room_fsm.dff0.q,1
room_fsm.dff3.q,1
[layout make-up]
| type | count | area [um^2] |
|---|---|---|
| Inverter | 2 | 7.51 |
| Fill cell | 386 | 2790 |
| Multi-Input combinational cell | 18 | 109 |
| Tap cell | 46 | 57.6 |
| Sequential cell | 8 | 170 |
| Clock buffer | 3 | 22.5 |
| Timing Repair Buffer | 29 | 255 |
[kinds of logic after synthesis]
family	count (synthesis)	synth area share, %
DFF	8	53.6
and+or+nand+nor	10	18.4
buffers and inverters	5	10.0
AOI/OAI and AO/OA	8	18.0
[what timing repair did]
| action | 4_1_cts | 5_1_grt |
|---|---|---|
| setup endpoints to repair | 11 | 10 |
| setup buffers | 6 | 1 |
| pin swaps | 0 | 1 |
| hold buffers | 0 | 0 |
| resized | 36 | 11 |
Power and IR drop assume default switching activity.
